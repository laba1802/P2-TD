==> flow/run.sh <==
#!/bin/bash
# OpenROAD 26Q1-2900-gdf79404cd8, Yosys 0.63+post, stock flow scripts
make -C /OpenROAD-flow-scripts/flow DESIGN_CONFIG=/design/flow/config.mk WORK_HOME=/design/flow/orfs finish
==> flow/config.mk <==
export PLATFORM = sky130hd
export DESIGN_NAME = state_machine
export DESIGN_NICKNAME = state_machine
export VERILOG_FILES = /design/flow/design.v
export SDC_FILE = /design/flow/constraint.sdc
export NUM_CORES = 4
export LEC_CHECK = 1
export CORE_AREA = 10 10 70 70
export DIE_AREA = 0 0 80 80
==> flow/constraint.sdc <==
current_design state_machine

set clk_period 1.0
set clk_io_pct 0.2

create_clock -name clk0 -period $clk_period [get_ports {CLK}]

set non_clock_inputs [all_inputs -no_clocks]
set_input_delay [expr $clk_period * $clk_io_pct] -clock clk0 $non_clock_inputs
set_output_delay [expr $clk_period * $clk_io_pct] -clock clk0 [all_outputs]
==> flow/design.v <==
`timescale 1ns / 1ps
module state_machine(
	 input CLK,
	 input RST,
    input stop_go,
    input up_down,
    output reg [1:0] output_floor
    );
	reg [1:0] actual_state, next_state;
	parameter [1:0] F1 = 2'b00, F2 = 2'b01, F3 = 2'b10, F4 = 2'b11;
	always @ (posedge CLK)
		if(RST) actual_state <= F1;
		else actual_state <= next_state;	
	always @ (actual_state or stop_go or up_down)
		case(actual_state)
			F1:
				begin
					if(~stop_go & up_down) next_state = F2;
					else next_state = F1;
				end
			F2:
				begin
					if(~stop_go)
						begin
							if(up_down) next_state = F3;
							else next_state = F1;
						end
					else next_state = F2;
				end
			F3:
				begin
					if(~stop_go)
						begin
							if(up_down) next_state = F4;
							else next_state = F2;
						end
					else next_state = F3;
				end
			F4:	
				begin
					if(~stop_go & ~up_down) next_state = F3;
					else next_state = F4;
				end
		endcase
	always @ (actual_state)
		case(actual_state)
			F1:	
				output_floor = 00;
			F2:		
				output_floor = 01;
			F3:
				output_floor = 10;
			F4:		
				output_floor = 11;
			default:
				output_floor = 00;
		endcase
endmodule
==> reports/qor.txt <==
status = complete, but fails checks
failing checks = negative setup slack
DRT Wirelength = 505 µm
Worst Tran Pin Value = 0.198 ns
register area = 82.6 µm²
Largest regs = actual_state x4
Fillers = 403
total CTS buffers = 3
initial antenna violation count = 0
Synth flops = 4
worst setup path class = reg -> out
count leader, synth = dfxtp_1
CP arrival = 0.88 ns
Post-synth top cells = 4 x dfxtp_1, 3 x nor2_1
Setup crit start kind = register
post-synth design cell area = 171 µm²
clk buf depth = 2
DRC errors left = 0
H-tree depth = 1
I/O Buffers = 5
Sink Count = 4
Synth Seq Share = 46.7%
area of the multi-input gates = 92.6 µm²
Mapped Cells = 19
drt via density = 2.30
yosys stat cell total = 19
Worst-path clk slew = 0.03 ns
Die X = 80 µm
Synth async-reset ratio = 0%
Area growth syn-to-layout = 96.4%
root buffer cell = clkbuf_4
DR pass1 iterations = 2
Max Fclk = 922 MHz
Placer Congestion = 0.733
synth top area cells = dfxtp_1 47%, mux2i_1 12%, a211oi_1 8.8%
OpenROAD warnings = 27
Largest Register = actual_state
Floorplan Utilization = 5.02%
chip area = 6400 µm²
leakage = 0.140 nW
Synth warnings = 1
Finished Core Util = 9.85%
Area after DPL = 302 µm²
VDD IR max = 0.203 mV
final count of pins violating max slew = 0
Chip Area, Yosys = 171 µm²
max layer used = met3
routed length on met2 = 329 µm
required time of the critical path = 0.80 ns
post-synth top area share = 46.7%
Detail Route Antenna Nets = 0
Initial DRC Count = 1
Tcrit/Tclk final = 108%
Tightest Hold Check Type = in -> reg
crit-path max FO = 2
Die Y = 80 µm
worst clock skew = 0.00199 ns
Synth area leader = dfxtp_1
final hold violations = 0
diodes inserted = 0
HPWL Detailed = 409 µm
flip-flops with a built-in enable = 0
global-route wire length before repair = 828 µm
GRT overflow = 0
power per cell area = 1330 nW/µm²
DR vias = 175
RSZ-0062 raised after global routing = true
setup violators final = 2
min cycle time layout = 1.08 ns
met3 wire len = 27 µm
Final Worst Setup Slack = -0.0847 ns
Unique cell types = 10
Wirelength per Cell = 6.64 µm
syn avg cell area = 9.02 µm²
row cnt = 21
max cap viols = 0
pin count of the biggest net entering global routing = 7
CTS tree = yes
CTS Hold Bufs = 0
final total power = 0.448 mW
Metal-1 WL = 148 µm
CP Capture Type = output pin
max FFs per register = 4
vias in the first global route = 198
total core area = 3420 µm²
dominant register cell = dfxtp_1
Slew Limit Headroom = 86.8%
Design Area, Final = 337 µm²
Skew-Pair Late Insertion Delay = 0.23 ns
# IOs = 6
GRT Util Overall = 1.62%
ratio of cells with drive above 1 in the final layout = 43.3%
## worst max-delay path, cell delays in order, from the launching register on
cell     delay, ns
dfxtp_2       0.31
or2_4         0.24
buf_6         0.10
## where the power goes
group	total, mW	switching [mW]	leakage, nW	internal (mW)
registers	0.177	0.00567	0.0338	0.171
clock network	0.190	0.0569	0.0138	0.134
logic	0.0801	0.0280	0.0922	0.0521
total	0.448	0.0905	0.140	0.357
## stage by stage
stage | instances | setup slack, ns | setup TNS (ns) | hold slack, ns
after global placement | 73 | -0.216 | -1.04 | 0.506
after floorplan | 19 | 0.235 | 0 | 0.273
final | 76 | -0.0847 | -0.165 | 0.382
after CTS | 76 | -0.0958 | -0.191 | 0.517
after detailed placement | 73 | -0.212 | -1.05 | 0.509
after global routing | 76 | -0.108 | -0.209 | 0.401
## kinds of logic after synthesis
logic type,after synthesis,synth area share [%]
compound gates,5,19.0
buf+inv,1,2.19
flops,4,46.7
mux,2,11.7
simple gates,7,20.4
## routing by layer
| metal | global-route usage (%) | up-vias |
|---|---|---|
| li1 | - | 88 |
| met1 | 1.06 | 86 |
| met2 | 3.37 | 1 |
| met3 | 0.909 | 0 |
| met4 | 0.704 | 0 |
| met5 | 0 | - |
## final timing paths
| check | startpoint | endpoint | slack (ns) | cells after the start |
|---|---|---|---|---|
| max | actual_state[1] | output_floor[1] | -0.08 | 2 |
| min reg2reg | actual_state[0] | actual_state[0] | 0.52 | 2 |
| min | up_down | actual_state[3] | 0.38 | 3 |
| max reg2reg | actual_state[3] | actual_state[1] | 0.17 | 3 |
## cell usage in the layout (no fill, tap or decap), drive strengths merged
master	netlist	routed
buf	0	5
dfxtp	4	4
nor2	3	3
clkbuf	0	3
or2	2	2
a21oi	2	2
mux2i	2	2
a211oi	2	2
clkdlybuf4s50	0	2
inv	1	1
nor2b	1	1
o21bai	1	1
nor3	1	1
dlymetal6s2s	0	1
## cell type report
type                       instances  area share, %
multi-input combinational         14           27.5
tap                               46           17.1
clock buffer                       3           6.69
sequential                         4           24.5
inverter                           1           1.12
timing repair buffer               8           23.0
## timing repair
action	CTS	global route
pin swaps	1	0
hold endpoints to repair	0	0
gates resized	11	2
setup buffers	0	0
setup endpoints to repair	2	4
No activity file was given, so power comes from the tool's default toggle rates.
